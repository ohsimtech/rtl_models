[design/flow/run.sh]
#!/bin/bash
# OpenROAD 26Q1-2900-gdf79404cd8, Yosys 0.63+post, stock flow scripts
make -C /OpenROAD-flow-scripts/flow DESIGN_CONFIG=/design/flow/config.mk WORK_HOME=/design/flow/orfs finish
[design/flow/config.mk]
export PLATFORM = sky130hd
export DESIGN_NAME = model_buck_boost_l2
export DESIGN_NICKNAME = model_buck_boost_l2
export VERILOG_FILES = /design/flow/design.v
export SDC_FILE = /design/flow/constraint.sdc
export NUM_CORES = 4
export LEC_CHECK = 1
export CORE_UTILIZATION = 40
[design/flow/constraint.sdc]
current_design model_buck_boost_l2

set clk_period 54.4
set clk_io_pct 0.2

create_clock -name clk0 -period $clk_period [get_ports {aclk}]

set non_clock_inputs [all_inputs -no_clocks]
set_input_delay [expr $clk_period * $clk_io_pct] -clock clk0 $non_clock_inputs
set_output_delay [expr $clk_period * $clk_io_pct] -clock clk0 [all_outputs]
[design/flow/design.v]
module model_buck_boost_l2 #(
  parameter MODEL_DATA_WIDTH = 32,
  parameter MODEL_DATA_WIDTH_DECIMAL = 24
)(
  input aclk, 
  input resetn, 
  input ce,
  input s1,
  input signed [MODEL_DATA_WIDTH-1:0] kL,
  input signed [MODEL_DATA_WIDTH-1:0] kC,
  input signed [MODEL_DATA_WIDTH-1:0] kR,
  input signed [MODEL_DATA_WIDTH-1:0] kRL,
  input signed [MODEL_DATA_WIDTH-1:0] kRC,
  input signed [MODEL_DATA_WIDTH-1:0] vdc,
  output reg signed [MODEL_DATA_WIDTH-1:0] iL,
  output signed [MODEL_DATA_WIDTH-1:0] vL,
  output signed [MODEL_DATA_WIDTH-1:0] vRL,
  output signed [MODEL_DATA_WIDTH-1:0] iC,
  output signed [MODEL_DATA_WIDTH-1:0] vRC,
  output signed [MODEL_DATA_WIDTH-1:0] iO,
  output reg signed [MODEL_DATA_WIDTH-1:0] vO
);
  wire signed [(MODEL_DATA_WIDTH*2)-1:0] vL_k;
  wire signed [MODEL_DATA_WIDTH-1:0] vL_k_resized;
  wire signed [(MODEL_DATA_WIDTH*2)-1:0] iC_k;
  wire signed [MODEL_DATA_WIDTH-1:0] iC_k_resized;
  wire signed [(MODEL_DATA_WIDTH*2)-1:0] vO_k;
  wire signed [MODEL_DATA_WIDTH-1:0] vO_k_resized;
  wire signed [(MODEL_DATA_WIDTH*2)-1:0] vRL_k;
  wire signed [(MODEL_DATA_WIDTH*2)-1:0] vRC_k;
  reg s1_cap;
  always @(posedge aclk)
    if (!resetn)
      s1_cap <= 1'b0;
    else
      if (ce)
        s1_cap <= s1;
  assign vL = s1_cap? vdc-vRL: vO-vRL;
  assign vL_k = -(vL * kL);
  assign vL_k_resized = $signed(vL_k >>> MODEL_DATA_WIDTH_DECIMAL);
  always @(posedge aclk)
    if (!resetn)
      iL <= {MODEL_DATA_WIDTH{1'b0}};
    else 
      if (ce)
        iL <= vL_k_resized + iL;
  assign iC = s1_cap? -iO: iL-iO;
	assign vRL_k = iL * kRL;
	assign vRL = $signed(vRL_k >>> MODEL_DATA_WIDTH_DECIMAL);
	assign vRC_k = iC * kRC;
	assign vRC = $signed(vRC_k >>> MODEL_DATA_WIDTH_DECIMAL);
  assign iC_k = iC * kC;
  assign iC_k_resized = $signed(iC_k >>> MODEL_DATA_WIDTH_DECIMAL);
  always @(posedge aclk)
    if (!resetn)
      vO <= {MODEL_DATA_WIDTH{1'b0}};
    else 
      if (ce)
        vO <= iC_k_resized + vO + vRC;
  assign vO_k = vO * kR;
  assign iO = $signed(vO_k >>> MODEL_DATA_WIDTH_DECIMAL);
endmodule
==> flow_results.xml <==
<?xml version="1.0" encoding="UTF-8"?>
<metrics>
  <group name="hold_path">
    <metric name="hold-path-cell-count" unit="">1</metric>
    <metric name="worst_hold_path_type" unit="">reg -&gt; reg</metric>
  </group>
  <group name="yosys">
    <metric name="synth.most_common_cell" unit="">sky130_fd_sc_hd__fa_1</metric>
    <metric name="synthCells" unit="">19000</metric>
    <metric name="mappedNetlistArea" unit="um^2">174000</metric>
    <metric name="yosys_most_used_dff" unit="">sky130_fd_sc_hd__dfxtp_1</metric>
    <metric name="synth-seq-area-share" unit="%">0.748</metric>
    <metric name="synth.lib_cells_used.distinct" unit="">109</metric>
    <metric name="netlist.top_cell.by_area" unit="">sky130_fd_sc_hd__fa_1</metric>
    <metric name="synth.yosys.warnings" unit="">1</metric>
    <metric name="ys_seq_elements" unit="">65</metric>
    <metric name="yosys_cells" unit="">19000</metric>
    <metric name="post_synth_main_area_contributors" unit="">sky130_fd_sc_hd__fa_1 (57%), sky130_fd_sc_hd__inv_1 (11%), sky130_fd_sc_hd__and2_1 (8.4%)</metric>
    <metric name="yosys-top-cells-count" unit="">sky130_fd_sc_hd__fa_1 (4941), sky130_fd_sc_hd__inv_1 (4877), sky130_fd_sc_hd__nand2_1 (2636)</metric>
    <metric name="edff_count_synth" unit="">0</metric>
    <metric name="avgSynthCellArea" unit="um^2">9.17</metric>
    <metric name="top_area_share" unit="%">56.9</metric>
    <metric name="synth_async_sr_flop_share" unit="%">0</metric>
    <metric name="yosys.stat.chipArea" unit="um^2">174000</metric>
  </group>
  <group name="sta">
    <metric name="finClkSkew" unit="ns">0.0195</metric>
    <metric name="finalCritPeriodShare" unit="%">79.1</metric>
    <metric name="grt_setup_unrepaired" unit="">false</metric>
    <metric name="final-hold-violation-count" unit="">0</metric>
    <metric name="setup-violations-final" unit="">0</metric>
    <metric name="report.final.slew_viol_count" unit="">0</metric>
    <metric name="finalSetupTns" unit="ns">0</metric>
    <metric name="final_period_minus_worst_setup_slack" unit="ns">43.00</metric>
    <metric name="max_clock_freq" unit="MHz">23.3</metric>
    <metric name="hold_slack" unit="ns">0.516</metric>
    <metric name="slew-limit-headroom" unit="%">24.4</metric>
    <metric name="timing_worst_slew_pin_value" unit="ns">1.12</metric>
  </group>
  <group name="floorplanning">
    <metric name="fp.dieH" unit="um">661</metric>
    <metric name="placement_rows" unit="">241</metric>
    <metric name="floorplan.die.width" unit="um">661</metric>
    <metric name="floorplan.core_area" unit="um^2">432000</metric>
    <metric name="io_pins" unit="">420</metric>
    <metric name="dieArea" unit="um^2">437000</metric>
    <metric name="core_util_floorplan" unit="%">40.3</metric>
  </group>
  <group name="job">
    <metric name="tool_warnings" unit="">29</metric>
    <metric name="timing.max_cap.violations" unit="">0</metric>
  </group>
  <group name="critical_path">
    <metric name="critical-path-slowest-cell" unit="">sky130_fd_sc_hd__xnor2_2</metric>
    <metric name="worstSetupPathType" unit="">in -&gt; out</metric>
    <metric name="cp_max_fo" unit="">32</metric>
    <metric name="cpMostUsedCell" unit="">sky130_fd_sc_hd__fa_1</metric>
    <metric name="critical_path_sink_type" unit="">output pin</metric>
    <metric name="kind_of_start_point_of_the_critical_path" unit="">input pin</metric>
    <metric name="cp.arrival" unit="ns">32.12</metric>
    <metric name="critPathRequiredTime" unit="ns">43.52</metric>
    <metric name="worst_r2r_path_depth" unit="">89</metric>
    <metric name="max_stage_delay" unit="ns">0.70</metric>
  </group>
  <group name="placed_design">
    <metric name="place.port_buffers" unit="">419</metric>
    <metric name="instance_area_after_placement" unit="um^2">185000</metric>
    <metric name="detailedPlacementHpwl" unit="um">435000</metric>
    <metric name="place.gp.congestion" unit="">1.00</metric>
  </group>
  <group name="grt">
    <metric name="antenna_violations_before_repair" unit="">43</metric>
    <metric name="grt_start_max_net_pins" unit="">66</metric>
    <metric name="global_route.overflow_total" unit="">0</metric>
    <metric name="grt_usage" unit="%">28.0</metric>
    <metric name="grt_first_pass_wirelength" unit="um">846000</metric>
    <metric name="first_global_vias" unit="">136000</metric>
  </group>
  <group name="cts">
    <metric name="tritoncts_clock_tree" unit="">yes</metric>
    <metric name="cts_buffers" unit="">9</metric>
    <metric name="clock_transition_time_at_the_flip_flop_clock_pins_of_the_worst_setup_and_hold_paths" unit="ns">0.08</metric>
    <metric name="clkSinkCount" unit="">65</metric>
    <metric name="clockBufferDepth" unit="">2</metric>
    <metric name="post_cts_buffers" unit="">0</metric>
    <metric name="worstSkewPairLatency" unit="ns">0.40</metric>
    <metric name="clock_tree.root_cell" unit="">sky130_fd_sc_hd__clkbuf_16</metric>
    <metric name="htree_levels" unit="">3</metric>
    <metric name="hold_fix_buffer_count_after_cts" unit="">0</metric>
    <metric name="post_cts.resized_instances" unit="">0</metric>
  </group>
  <group name="drt">
    <metric name="via_per_instance_ratio" unit="">5.00</metric>
    <metric name="drt_iter0_markers" unit="">5538</metric>
    <metric name="finalWirelength" unit="um">546000</metric>
    <metric name="via_count" unit="">123000</metric>
    <metric name="drt_pass1_iterations" unit="">6</metric>
    <metric name="remaining_number_of_nets_flagged_by_the_antenna_check_after_routing" unit="">0</metric>
    <metric name="drc" unit="">0</metric>
    <metric name="wl_per_cell" unit="um">22.2</metric>
  </group>
  <group name="run_status">
    <metric name="outcome" unit="">finished clean</metric>
  </group>
  <group name="cells_and_area">
    <metric name="finalInstanceArea" unit="um^2">186000</metric>
    <metric name="signed_area_change_from_the_synthesized_netlist_to_the_final_layout" unit="%">6.78</metric>
    <metric name="fill_cells" unit="">41800</metric>
    <metric name="layout_cell_share_with_drive_strength_beyond_1" unit="%">3.38</metric>
  </group>
</metrics>
## critical path: cells and delay by family
kind,cells,cell delay (ns)
AOI/OAI and AO/OA,15,4.49
xor gates and xnor gates,4,1.91
adders and majority gates,19,9.40
buffers and inverters,10,2.42
and+or+nand+nor,12,2.93
## placed cells by master, fill, tap and decap left out, drive strengths merged, types with 30 or more instances in the layout
cell type / synthesis / layout
dfxtp: 65 / 65
a211oi: 31 / 31
nor3: 65 / 65
or2: 30 / 30
nor2: 217 / 217
a21oi: 212 / 212
o21ai: 160 / 160
fa: 4941 / 4941
and2: 2336 / 2336
xnor2: 282 / 282
a21o: 115 / 115
mux2i: 39 / 39
buf: 45 / 440
o21a: 41 / 41
nand2b: 74 / 74
nor2b: 238 / 238
xor2: 91 / 91
and3: 42 / 42
inv: 4884 / 4887
clkdlybuf4s50: 0 / 414
nand3: 69 / 69
ha: 1023 / 1023
o21bai: 47 / 47
nand2: 2636 / 2636
## worst paths after layout
path / from / to / slack, ns
setup / recovery: kR[8] / vRC[31] / 11.40
hold reg to reg: vO[2] / vO[2] / 0.52
hold / removal: vO[2] / vO[2] / 0.52
setup reg to reg: iL[14] / iL[31] / 29.67
## metal layers
metal	global-route usage (%)	part of all wire, %	vias up	wire (um)
met3	11.4	10	897	56500
met2	42.6	47	4931	256000
met5	0.122	0.016	-	88
met4	13.4	6.6	14	36200
met1	36.1	36	63700	197000
li1	-	-	53500	-
## kinds of logic (layout without fill, tap and decap cells)
kind of cell / after synthesis / after routing / share of synthesized area (%)
AOI/OAI and AO/OA: 806 / 806 / 3.12
xor gates and xnor gates: 385 / 385 / 2.05
adders and majority gates: 5967 / 5967 / 64.3
buffers and inverters: 5892 / 5756 / 12.7
DFF: 65 / 65 / 0.748
muxes: 43 / 43 / 0.253
other: 0 / 27 / 0
and+or+nand+nor: 5816 / 5816 / 16.8
## state kept, by name, indices dropped and copies added (netlist names)
signal	cells
vO	32
s1_cap	1
iL	32
## stage by stage
| step | cells | util [%] | worst slack (ns) |
|---|---|---|---|
| 6_report | 24600 | 43.0 | 11.40 |
| 3_5_place_dp | 24500 | 42.9 | 11.77 |
| 5_1_grt | 24600 | 43.0 | 10.49 |
| 3_3_place_gp | 24500 | 42.9 | 11.75 |
| 2_1_floorplan | 19000 | - | 15.15 |
| 4_1_cts | 24500 | 43.0 | 11.60 |
## cell type report
| class | instances | area, um^2 | area share [%] |
|---|---|---|---|
| clock inverters | 7 | 100 | 0.0539 |
| repair buffers | 854 | 7500 | 4.04 |
| diodes | 27 | 67.6 | 0.0364 |
| flip-flops and latches | 65 | 1340 | 0.724 |
| clock buffers | 9 | 225 | 0.121 |
| inverters | 4886 | 18300 | 9.88 |
| multi-input cells | 13000 | 151000 | 81.3 |
| well taps | 5710 | 7140 | 3.85 |
