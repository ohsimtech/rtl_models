<file path="./design.v">
module model_boost_l1 #(
  parameter MODEL_DATA_WIDTH = 32,
  parameter MODEL_DATA_WIDTH_DECIMAL = 22
)(
  input aclk, 
  input resetn, 
  input ce,
  input s1,
  input signed [MODEL_DATA_WIDTH-1:0] kL,
  input signed [MODEL_DATA_WIDTH-1:0] kRL,
  input signed [MODEL_DATA_WIDTH-1:0] kC,
  input signed [MODEL_DATA_WIDTH-1:0] kR,
  input signed [MODEL_DATA_WIDTH-1:0] vdc,
  output reg signed [MODEL_DATA_WIDTH-1:0] iL,
  output wire signed [MODEL_DATA_WIDTH-1:0] vL,
  output wire signed [MODEL_DATA_WIDTH-1:0] iC,
  output reg signed [MODEL_DATA_WIDTH-1:0] vO,
  output wire signed [MODEL_DATA_WIDTH-1:0] iO
);
  wire signed [(MODEL_DATA_WIDTH*2)-1:0] vL_k;
  wire signed [MODEL_DATA_WIDTH-1:0] vL_k_resized;
  wire signed [(MODEL_DATA_WIDTH*2)-1:0] iC_k;
  wire signed [MODEL_DATA_WIDTH-1:0] iC_k_resized;
  wire signed [(MODEL_DATA_WIDTH*2)-1:0] iO_k;
  wire signed [MODEL_DATA_WIDTH-1:0] vO_k_resized;
	assign vL = s1? vdc: vdc-vO;
  assign vL_k = vL * kL;
  assign vL_k_resized = $signed(vL_k >>> MODEL_DATA_WIDTH_DECIMAL);
  always @(posedge aclk)
    if (!resetn)
      iL <= {MODEL_DATA_WIDTH{1'b0}};
    else 
      if (ce)
        iL <= vL_k_resized + iL;
	assign iC = s1? -iO: iL-iO;
  assign iC_k = iC * kC;
  assign iC_k_resized = $signed(iC_k >>> MODEL_DATA_WIDTH_DECIMAL);
  always @(posedge aclk)
    if (!resetn)
      vO <= {MODEL_DATA_WIDTH{1'b0}};
    else 
      if (ce)
        vO <= iC_k_resized + vO;
  assign iO_k = vO * kR;
  assign iO = $signed(iO_k >>> MODEL_DATA_WIDTH_DECIMAL);
endmodule
</file>
<file path="./run.sh">
#!/bin/bash
# OpenROAD 26Q1-2900-gdf79404cd8, Yosys 0.63+post, stock flow scripts
make -C /OpenROAD-flow-scripts/flow DESIGN_CONFIG=/design/flow/config.mk WORK_HOME=/design/flow/orfs finish
</file>
<file path="./config.mk">
export PLATFORM = sky130hd
export DESIGN_NAME = model_boost_l1
export DESIGN_NICKNAME = model_boost_l1
export VERILOG_FILES = /design/flow/design.v
export SDC_FILE = /design/flow/constraint.sdc
export NUM_CORES = 4
export LEC_CHECK = 1
export CORE_UTILIZATION = 50
</file>
<file path="./constraint.sdc">
current_design model_boost_l1

set clk_period 60.0
set clk_io_pct 0.2

create_clock -name clk0 -period $clk_period [get_ports {aclk}]

set non_clock_inputs [all_inputs -no_clocks]
set_input_delay [expr $clk_period * $clk_io_pct] -clock clk0 $non_clock_inputs
set_output_delay [expr $clk_period * $clk_io_pct] -clock clk0 [all_outputs]
</file>
==> flow_summary.yaml <==
# generated from flow reports
die:
  chip_area_mm2: 0.209
  die_w_um: 458
  fp-utilization_pct: 50.5
  ios: 324
  rows: 166
  core_mm2: 0.205
  fp.dieH_um: 458
critical_path:
  crit_path_end_kind: "output port"
  critPathKind: "in2out"
  critPathArrivalTime_ns: 24.47
  r2r_start: "vO[24]"
  slowest_stage: "o31ai_1"
  slowest_delay_ns: 0.67
  worstPathRequired_ns: 48.00
  worstSetupStartpoint: "kR[3]"
  reg2reg_depth: 76
  critPathLaunchType: "input pin"
  cpMostUsedCell: "fa_1"
  cp_max_fo: 32
clock_tree:
  path_clk_slew_ns: 0.06
  post_cts_buffers: 0
  tritoncts: "built"
  cts.repair.resized: 0
  numCtsBuffers: 9
  clockBufferDepth: 2
  clkSinkCount: 64
  htree_levels: 3
  root_buffer: "clkbuf_16"
  clk_latency_ns: 0.38
  hold_buffers: 0
grt:
  antenna_found_initial: 15
  grt_max_degree: 64
  grt_pass1_wl_um: 490000
  overflow: 0
  grt_pass1_vias: 83100
  track_usage_pct: 33.9
yosys:
  mux_share_pct: 0.502
  area_leaders: "fa_1 55%, inv_1 10%, ha_1 7.6%"
  common_cells: "2857 x fa_1, 2843 x inv_1, 1841 x nand2_1, 1176 x and2_1, 633 x ha_1"
  ys_warn_count: 1
  synth-edff-count: 0
  ys_cells: 11500
  syn_area_mm2: 0.104
  syn-mean-instance-area_um2: 8.99
  ys.flops: 64
  syn_inst: 11500
  synth_seq_share_pct: 1.23
  yosys_area_mm2: 0.104
  synth_cell_type_count: 85
  yosysMostFrequentCell: "fa_1"
  synth-simple-area-share_pct: 16.8
  ys_async_sr_fraction_pct: 0
  xor_share_pct: 2.43
  synth_top_cell_by_area: "fa_1"
  synthTopLogicFamily: "adder cells"
  top_area_share_pct: 55.1
  synthFlopType: "dfxtp_1"
  synthAoiAreaFrac_pct: 3.88
  synth_adder_area_share_pct: 62.7
timing:
  report.final.slew_viol_count: 0
  fin_worst_skew_ns: 0.0158
  rsz0062_at_grt: "no"
  tns_ns: 0
  layout_min_cycle_time_ns: 36.47
  finalHoldViolations: 0
  max_slew_margin_pct: 35.7
  max_freq_mhz: 27.4
  fin_crit_sh_pct: 60.8
  setup_viol: 0
  worstMarginPinSlew_ns: 0.956
drt:
  drc_errors: 0
  initialDrtViolationCount: 2979
  drtAntennaViolNets: 0
  drt-pass1-iter-count: 5
  via_count: 75300
  wl_per_cell_um: 21.8
  viasPerCell: 5.30
  drt-total-wl_um: 309000
status:
  status: "finished clean"
hold_path:
  hp-start: "vO[2]"
  min_path_type: "reg2reg"
  hold_path_depth: 2
placed_design:
  placed_area_mm2: 0.110
  place_hpwl_um: 246000
  place.gp.congestion: 0.968
  numPlacedInstances: 14200
  portBuffers: 291
finish:
  areaGrowthSynthToFinish_pct: 6.33
  logic_area_mm2: 0.0900
  final_area_mm2: 0.110
  nFillCells: 18200
  seq_area_mm2: 0.00128
  final_cells: 14200
  final_layout_size_suffix_gt1_share_pct: 3.18
flow_run:
  maxCapViolCount: 0
  warnings: 58
-- cell families after synthesis --
group | Yosys count
compound gates | 616
xor+xnor | 274
fa+ha+maj | 3490
buf+inv | 3444
flops | 64
mux | 51
simple gates | 3610
-- worst max-delay path, delay by kind of cell --
kind,cells,cell delay [ns]
AND-OR/OR-AND,14,3.82
XOR/XNOR,3,0.55
adder cells (fa/ha/maj),10,4.63
buffers and inverters,11,2.19
AND/OR/NAND/NOR,6,1.22
-- sequential cells by signal (all words and copies together), names as in the netlist --
name  flops
vO       32
iL       32
-- metrics by stage --
stage               worst slack (ns)  hold WS [ns]  utilization (%)
global route                   23.04         0.560             53.7
floorplan                      26.65         0.463                -
detailed placement             23.69         0.517             53.6
global placement               23.79         0.508             53.6
CTS                            23.68         0.530             53.7
finish                         23.53         0.531             53.7
-- per-layer routing --
metal  GRT usage (%)  wire, um  share of wire [%]  vias to the layer above
li1                -         -                  -                    33100
met1            46.8    115000                 37                    38300
met2            49.1    141000                 46                     3431
met3            16.1     37400                 12                      417
met4            12.3     15500                5.0                       16
met5            1.68       506               0.16                        -
-- path summary, 6_finish.rpt --
kind,end,slack [ns]
max,iC[31],23.53
max reg2reg,vO[31],36.86
min,vO[2],0.53
min reg2reg,vO[2],0.53
-- cell usage in the layout, fill, tap and decap left out, drive strengths merged, types with 7 or more instances in the layout --
cell / n
fa: 2857
inv: 2846
nand2: 1841
and2: 1176
ha: 633
clkdlybuf4s50: 289
buf: 244
nor2: 220
xnor2: 208
a21oi: 178
o21ai: 118
a21o: 81
dfxtp: 64
nor3: 61
nand3: 60
nand2b: 59
xor2: 58
mux2i: 43
and3: 41
o21a: 34
o21bai: 31
or2: 28
nand4: 27
or3: 22
a211oi: 22
nor2b: 20
o211ai: 18
a31oi: 17
o31ai: 17
clkbuf: 12
nor4: 11
diode: 10
a211o: 10
o31a: 10
a2111oi: 10
and4: 9
mux2: 8
nand3b: 7
xnor3: 7
-- cell type report --
cell class | count | share of cell area [%]
flip-flops and latches | 64 | 1.16
repair buffers | 533 | 4.28
well taps | 2688 | 3.05
diodes | 10 | 0.0227
clock buffers | 12 | 0.232
inverters | 2848 | 9.69
clock inverters | 4 | 0.0261
multi-input cells | 8041 | 81.5
