<file path="config.mk">
export PLATFORM = sky130hd
export DESIGN_NAME = model_buck_boost_l1
export DESIGN_NICKNAME = model_buck_boost_l1
export VERILOG_FILES = /design/flow/design.v
export SDC_FILE = /design/flow/constraint.sdc
export NUM_CORES = 4
export LEC_CHECK = 1
export CORE_UTILIZATION = 50
</file>
<file path="constraint.sdc">
current_design model_buck_boost_l1

set clk_period 46.5
set clk_io_pct 0.2

create_clock -name clk0 -period $clk_period [get_ports {aclk}]

set non_clock_inputs [all_inputs -no_clocks]
set_input_delay [expr $clk_period * $clk_io_pct] -clock clk0 $non_clock_inputs
set_output_delay [expr $clk_period * $clk_io_pct] -clock clk0 [all_outputs]
</file>
<file path="design.v">
module model_buck_boost_l1 #(
  parameter MODEL_DATA_WIDTH = 32,
  parameter MODEL_DATA_WIDTH_DECIMAL = 24
)(
  input aclk, 
  input resetn, 
  input ce,
  input s1,
  input signed [MODEL_DATA_WIDTH-1:0] kL,
  input signed [MODEL_DATA_WIDTH-1:0] kC,
  input signed [MODEL_DATA_WIDTH-1:0] kR,
  input signed [MODEL_DATA_WIDTH-1:0] vdc,
	output reg signed [MODEL_DATA_WIDTH-1:0] iL,
  output signed [MODEL_DATA_WIDTH-1:0] vL,
  output signed [MODEL_DATA_WIDTH-1:0] iC,
  output signed [MODEL_DATA_WIDTH-1:0] iO,
  output reg signed [MODEL_DATA_WIDTH-1:0] vO
);
  wire signed [(MODEL_DATA_WIDTH*2)-1:0] vL_k;
  wire signed [MODEL_DATA_WIDTH-1:0] vL_k_resized;
  wire signed [(MODEL_DATA_WIDTH*2)-1:0] iC_k;
  wire signed [MODEL_DATA_WIDTH-1:0] iC_k_resized;
  wire signed [(MODEL_DATA_WIDTH*2)-1:0] vO_k;
  wire signed [MODEL_DATA_WIDTH-1:0] vO_k_resized;
  reg s1_cap;
  always @(posedge aclk)
    if (!resetn)
      s1_cap <= 1'b0;
    else
      if (ce)
        s1_cap <= s1;
  assign vL = s1_cap? vdc: vO;
  assign vL_k = -(vL * kL);
  assign vL_k_resized = $signed(vL_k >>> MODEL_DATA_WIDTH_DECIMAL);
  always @(posedge aclk)
    if (!resetn)
      iL <= {MODEL_DATA_WIDTH{1'b0}};
    else 
      if (ce)
        iL <= vL_k_resized + iL;
  assign iC = s1_cap? -iO: iL-iO;
  assign iC_k = iC * kC;
  assign iC_k_resized = $signed(iC_k >>> MODEL_DATA_WIDTH_DECIMAL);
  always @(posedge aclk)
    if (!resetn)
      vO <= {MODEL_DATA_WIDTH{1'b0}};
    else 
      if (ce)
        vO <= iC_k_resized + vO;
  assign vO_k = vO * kR;
  assign iO = $signed(vO_k >>> MODEL_DATA_WIDTH_DECIMAL);
endmodule
</file>
<file path="run.sh">
#!/bin/bash
# OpenROAD 26Q1-2900-gdf79404cd8, Yosys 0.63+post, stock flow scripts
make -C /OpenROAD-flow-scripts/flow DESIGN_CONFIG=/design/flow/config.mk WORK_HOME=/design/flow/orfs finish
</file>
==> results_tabular.tex <==
% Synthesis and place-and-route results
\begin{tabular}{lr}
\hline
Metric & Value \\
\hline
\multicolumn{2}{l}{\textbf{Die}} \\
\quad Row cnt & around 170 \\
\quad Die Area & $\sim$210000 um2 \\
\quad Fp\_density & a little over 50\% \\
\quad Die boundary height & $\sim$460 um \\
\quad Die width & $\sim$460 um \\
\quad Boundary Pins & just under 300 \\
\quad Core area & about 210000 um2 \\
\multicolumn{2}{l}{\textbf{Critical path}} \\
\quad Data required time of the critical path & roughly 47 ns \\
\quad Count of cells along the worst register-to-register path & about 80 \\
\quad Critical path class & in -> reg \\
\quad Critical path's most frequent cell & sky130\_fd\_sc\_hd\_\_fa\_1 \\
\quad Setup slack of the most critical reg-to-reg path & about 24 ns \\
\quad Arrival time at the worst endpoint & about 32 ns \\
\quad R2R Path End & vO[31] \\
\quad WP buf/inv & 8 \\
\quad Largest fanout on the critical path & 33 \\
\quad Startpoint type of the worst setup path & input pin \\
\quad Delay of the slowest cell on the worst path & roughly 0.75 ns \\
\quad Kind of cell with the highest combined delay on the critical path & adder cells \\
\quad Critical Path Sink Type & flop \\
\quad Reg2reg start & vO[8] \\
\quad Critical Path Slowest Stage Cell & sky130\_fd\_sc\_hd\_\_a2111oi\_0 \\
\multicolumn{2}{l}{\textbf{Hold path}} \\
\quad Hold path endpoint & vO[19] \\
\quad Cell depth of the worst hold path & 2 \\
\quad Worst hold start & vO[19] \\
\quad Hold crit path type & reg -> reg \\
\multicolumn{2}{l}{\textbf{Placement}} \\
\quad Placer congestion estimate & about 0.96 \\
\quad PortBufs & approximately 290 \\
\quad Half-perimeter wire length after placement & roughly 250 mm \\
\multicolumn{2}{l}{\textbf{STA}} \\
\quad Final critical-path required period & between 30 and 40 ns \\
\quad Maximum achievable frequency & 0.0317 GHz \\
\quad Period utilisation layout & approximately 68\% \\
\quad Largest clock skew in the final design & around 0.017 ns \\
\quad Count of final hold-check violations & 0 \\
\quad RSZ-0062 raised after global routing & no \\
\quad Worst-margin pin slew & approximately 1.3 ns \\
\quad Relative slew margins & around 12\% \\
\quad Pins over their slew limit & 0 \\
\quad Final setup violation count & 0 \\
\quad Total Neg Setup Slack & 0 ns \\
\multicolumn{2}{l}{\textbf{Clock tree}} \\
\quad Clk Tree Root Cell & sky130\_fd\_sc\_hd\_\_clkbuf\_16 \\
\quad Clock tree from TritonCTS & built \\
\quad Cts bufs inserted & 9 \\
\quad H-tree levels & 3 \\
\quad Clock Path Buffers & 2 \\
\quad Cell resize tally after clock tree synthesis & 0 \\
\quad Insertion Delay late pin & 0.36 ns \\
\quad Post-CTS clock slew at the launch and capture registers of the worst setup and hold paths & approximately 0.07 ns \\
\quad Number of buffers inserted for hold repair after clock tree synthesis & 0 \\
\quad Sink Count & between 60 and 70 \\
\quad Post-CTS repair timing setup buffer count & 0 \\
\multicolumn{2}{l}{\textbf{Synth}} \\
\quad Yosys cell types & 98 \\
\quad Yosys warnings & 1 \\
\quad Synth async-reset ratio & 0\% \\
\quad Synthesized area per cell & about 9.3 um2 \\
\quad Mapped Area & about 110000 um2 \\
\quad Synth Register Bits & roughly 65 \\
\quad Most used flip-flop cell after synthesis & sky130\_fd\_sc\_hd\_\_dfxtp\_1 \\
\quad Number of enable-type register cells in the synthesized netlist & 0 \\
\quad Sequential area share after synthesis & under 10\% \\
\quad Cell count listed in synth\_stat.txt & approximately 11000 \\
\quad Instance count of the mapped netlist & approximately 11000 \\
\quad Yosys chip area & $\sim$110000 um2 \\
\multicolumn{2}{l}{\textbf{Outcome}} \\
\quad Result of the run & complete, no violations \\
\multicolumn{2}{l}{\textbf{Routing}} \\
\quad Initial DRC count & 3415 \\
\quad Average vias per placed instance & about 5.3 \\
\quad DR pass1 iterations & 7 \\
\quad Wirelength per Cell & 22.6 um \\
\quad Routed via count & 75246 \\
\quad Count of unresolved DRC violations after routing & 0 \\
\quad Total Routed Length & $\sim$320 mm \\
\quad ANT nets after route & 0 \\
\multicolumn{2}{l}{\textbf{Layout}} \\
\quad Fill count & 18631 \\
\quad Multi-input logic area & approximately 93000 um2 \\
\quad Commonest cells after routing, fill and taps aside & sky130\_fd\_sc\_hd\_\_fa\_1 (2945), sky130\_fd\_sc\_hd\_\_inv\_1 (2691), sky130\_fd\_sc\_hd\_\_and2\_1 (1635), sky130\_fd\_sc\_hd\_\_nand2\_1 (1322), sky130\_fd\_sc\_hd\_\_ha\_1 (652) \\
\quad Seq. cell area & between 1000 and 1500 um2 \\
\quad Proportion of layout cells with a drive suffix above 1 & between 3 and 4\% \\
\quad Commonest non-fill, non-tap cell in the layout & sky130\_fd\_sc\_hd\_\_fa\_1 \\
\quad Synth-to-layout area growth & 5.98\% \\
\multicolumn{2}{l}{\textbf{Global routing}} \\
\quad Global router's overall resource usage & between 30\% and 40\% \\
\quad Number of antenna violations at the first check in global routing & 18 \\
\quad Total global routing overflow & 0 \\
\quad Maximum number of pins on one net before global-route repair & 59 \\
\quad Wire length of the first global-routing pass & a little over 500 mm \\
\quad Number of global-route vias before repair & roughly 85000 \\
\multicolumn{2}{l}{\textbf{Flow run}} \\
\quad Count of max-cap constraint violations & 0 \\
\quad Number of warnings in the stage logs & 34 \\
\hline
\end{tabular}
[state kept, by name, indices dropped and copies added (netlist names)]
register  flops
s1_cap        1
iL           32
vO           32
[metrics by stage]
step	util (%)	hold WS (ns)	worst slack (ns)	std cells	cell area, um2
finish	53.5	0.537	14.99	14184	112000
global route	53.5	0.591	13.41	14176	112000
detailed placement	53.4	0.538	14.66	14155	112000
floorplan	-	0.483	17.43	11449	106000
global placement	53.4	0.532	14.87	14155	112000
CTS	53.5	0.554	14.96	14171	112000
[routing by layer]
| metal | part of all wire, % | global-route usage, % |
|---|---|---|
| met1 | 36 | 45.9 |
| met2 | 46 | 50.4 |
| met3 | 12 | 16.3 |
| met4 | 5.5 | 13.6 |
| met5 | 0.039 | 0.334 |
[how the worst max path moves through the flow]
| stage | startpoint | to | slack [ns] | cells past startpoint |
|---|---|---|---|---|
| final | kR[14] | vO[31] | 14.99 | 81 |
| after global routing | kR[17] | vO[31] | 13.41 | 82 |
| after CTS | kR[14] | vO[31] | 14.96 | 81 |
[cell type report]
type                       count  area share (%)
antenna                       13          0.0289
clock buffer                  10           0.212
clock inverter                 6          0.0367
inverter                    2696            9.00
multi-input combinational   8082            82.4
sequential                    65            1.19
tap                         2805            3.12
timing repair buffer         507            4.03
[cells in the mapped netlist, types with 8 or more instances]
cell type	number	area share [%]
sky130_fd_sc_hd__o21ai_0	70	0.33
sky130_fd_sc_hd__o21bai_1	32	0.23
sky130_fd_sc_hd__a211oi_1	22	0.16
sky130_fd_sc_hd__nand2b_1	36	0.21
sky130_fd_sc_hd__o21ai_1	12	0.057
sky130_fd_sc_hd__a21o_1	54	0.38
sky130_fd_sc_hd__mux2i_1	33	0.31
sky130_fd_sc_hd__nor3_1	55	0.26
sky130_fd_sc_hd__a31oi_1	25	0.15
sky130_fd_sc_hd__dfxtp_1	65	1.2
sky130_fd_sc_hd__inv_1	2692	9.5
sky130_fd_sc_hd__o31ai_1	11	0.078
sky130_fd_sc_hd__nor4_1	9	0.053
sky130_fd_sc_hd__nor2_1	255	0.90
sky130_fd_sc_hd__clkbuf_1	591	2.1
sky130_fd_sc_hd__and3_1	24	0.14
sky130_fd_sc_hd__o211ai_1	14	0.099
sky130_fd_sc_hd__nand2_1	1322	4.7
sky130_fd_sc_hd__nor2b_1	113	0.67
sky130_fd_sc_hd__o21a_1	41	0.29
sky130_fd_sc_hd__mux2_2	32	0.34
sky130_fd_sc_hd__nand4_1	15	0.088
sky130_fd_sc_hd__a2111oi_0	9	0.074
sky130_fd_sc_hd__xnor2_1	194	1.6
sky130_fd_sc_hd__ha_1	652	7.7
sky130_fd_sc_hd__or2_2	21	0.12
sky130_fd_sc_hd__buf_1	12	0.042
sky130_fd_sc_hd__a21oi_1	177	0.83
sky130_fd_sc_hd__or3_1	21	0.12
sky130_fd_sc_hd__xor2_1	55	0.45
sky130_fd_sc_hd__nand3_1	65	0.31
sky130_fd_sc_hd__fa_1	2945	56
sky130_fd_sc_hd__and2_1	1635	9.6
sky130_fd_sc_hd__o2111ai_1	8	0.066
[cell families (layout without fill, tap and decap cells)]
kind of cell	count (synthesis)	after routing	synth area share [%]
muxes	65	65	0.651
adders and majority gates	3604	3604	63.3
other	0	13	0
xor gates and xnor gates	255	255	2.19
AOI/OAI and AO/OA	555	555	3.50
and+or+nand+nor	3603	3603	17.4
DFF	65	65	1.23
buffers and inverters	3302	3219	11.7
[worst min-delay path, delay by kind of cell, from the launching register on]
family	cells	cell delay, ns
DFF	1	0.36
muxes	1	0.07
and+or+nand+nor	1	0.07
